==> flow/design.v <==
module control(in,regdest,alusrc,memtoreg,regwrite,memread,memwrite,branch,aluop1,aluop0,branchNotEqual,jump,jumpAndLink,
	branchGreaterThanZero,branchLessThanZero,branchLessThanEqualToZero,branchGreaterThanEqualToZero);
input [5:0] in;
output regdest,alusrc,memtoreg,regwrite,memread,memwrite,branch,aluop1,aluop0,branchNotEqual,jump,jumpAndLink,
branchGreaterThanZero,branchLessThanZero,branchLessThanEqualToZero,branchGreaterThanEqualToZero; 
wire rformat,lw,sw,beq,bne,addi,andi,ori,j,jal,bgtz,blez,bltz,bgez;
assign rformat=~|in;
assign lw=in[5]& (~in[4])&(~in[3])&(~in[2])&in[1]&in[0];
assign sw=in[5]& (~in[4])&in[3]&(~in[2])&in[1]&in[0];
assign beq=~in[5]& (~in[4])&(~in[3])&in[2]&(~in[1])&(~in[0]);
assign bne=~in[5]& (~in[4])&(~in[3])&in[2]&(~in[1])&in[0] ; 
assign j= ~in[5]& (~in[4])&(~in[3])&(~in[2])&in[1]&(~in[0]) ; 
assign addi= ~in[5]& (~in[4])&in[3]&(~in[2])&(~in[1])&(~in[0]) ; 
assign andi = ~in[5]& (~in[4])&in[3]&in[2]&~(in[1])&~(in[0]) ; 
assign ori =  ~in[5]& (~in[4])&in[3]&in[2]&(~in[1])&in[0] ; 
assign jal  = ~in[5]& (~in[4])&(~in[3])&(~in[2])&in[1]&in[0]; 
assign bgtz =  ~in[5]& (~in[4])&(~in[3])&in[2]&in[1]&in[0]; 
assign blez =  ~in[5]& (~in[4])&(~in[3])&in[2]&in[1]&(~in[0]); 
assign bltz =  ~in[5]& (~in[4])&(~in[3])&(~in[2])&(~in[1])&in[0]; 
assign bgez =  ~in[5]& (~in[4])&(~in[3])&(~in[2])&(~in[1])&in[0]; 
assign branchGreaterThanZero = bgtz ; 
assign branchLessThanEqualToZero = blez; 
assign branchLessThanZero = bltz; 
assign branchGreaterThanEqualToZero =bgez ; 
assign regdest=rformat;
assign alusrc=lw|sw|addi|andi|ori; 
assign memtoreg=lw;
assign regwrite=rformat|lw|addi|andi|ori; 
assign memread=lw;
assign memwrite=sw;
assign branch=beq;
assign aluop1=rformat;
assign aluop0=beq|bne|addi|andi|ori|bgtz|blez|bltz|bgez; 
assign branchNotEqual=bne; 
assign jump=j|jal; 
assign jumpAndLink = jal ; 
endmodule
==> flow/run.sh <==
#!/bin/bash
# OpenROAD 26Q1-2900-gdf79404cd8, Yosys 0.63+post, stock flow scripts
make -C /OpenROAD-flow-scripts/flow DESIGN_CONFIG=/design/flow/config.mk WORK_HOME=/design/flow/orfs finish
==> flow/config.mk <==
export PLATFORM = sky130hd
export DESIGN_NAME = control
export DESIGN_NICKNAME = control
export VERILOG_FILES = /design/flow/design.v
export SDC_FILE = /design/flow/constraint.sdc
export NUM_CORES = 4
export LEC_CHECK = 1
export CORE_AREA = 10 10 70 70
export DIE_AREA = 0 0 80 80
==> flow/constraint.sdc <==
current_design control

set clk_period 1.7
set clk_io_pct 0.2

create_clock -name clk0 -period $clk_period

set non_clock_inputs [all_inputs -no_clocks]
set_input_delay [expr $clk_period * $clk_io_pct] -clock clk0 $non_clock_inputs
set_output_delay [expr $clk_period * $clk_io_pct] -clock clk0 [all_outputs]
==> job_summary.md <==
## Implementation flow summary

| Metric | Value |
|---|---|
| Seq. cell area | `0 sq um` |
| Drt pass-1 iters | `2` |
| Fillers | `382` |
| Clk pwr share | `0%` |
| Core Area | `about 3400 sq um` |
| Post-CTS Hold Fix Bufs | `0` |
| Yosys cell types | `16` |
| Lkg Pwr | `0.2966 nW` |
| Run status | `complete, no violations` |
| PortBufs | `22` |
| GPL Wtd Cong | `0.7720` |
| Die height | `80 um` |
| Final hold violations | `0` |
| # DRC | `0` |
| Top Ports | `22` |
| WHS Path Cells | `3` |
| Synth warn | `0` |
| Pins over their slew limit | `0` |
| Dpl hpwl | `848.7 um` |
| Req. time, crit path | `1360 ps` |
| Seq cells | `0` |
| Row count | `21` |
| P&R area growth vs syn | `186.0%` |
| Relative slew slack | `84.05%` |
| Setup-failing EPs final | `0` |
| Tool warning count | `34` |
| Via count | `approximately 370` |
| Die X | `80 um` |
| Max FO, Critical Path | `3` |
| Ant diodes | `0` |
| Share of layout cells above drive strength 1 | `54.55%` |
| Crit end category | `output port` |
| First-pass GRT wire length | `about 1.8 mm` |
| Mean Syn Cell Area | `5.978 sq um` |
| Initial antenna violation count | `0` |
| Pin count of the biggest net entering global routing | `9` |
| Number of cells in Yosys stat | `36` |
| Total power | `approximately 97 uW` |
| Vias in the first global route | `352` |
| Synth Cell Area | `215.2 sq um` |
| Pwr per Cell Area | `roughly 160 nW/um^2` |
| Design area | `615.6 sq um` |
| Initial Util | `6.300%` |
| Grt total ovfl | `0` |
| Combinational share of power | `100.0%` |
| Slew of the pin with the lowest slew margin | `237.1 ps` |
| P_int | `just over 50 uW` |
| Mapped Cells | `36` |
| Full die area | `6400 sq um` |
| Final wirelength | `1.137 mm` |
| Post-layout min period | `roughly 1600 ps` |
| Part of the power in registers | `0%` |
| Worst Hold End | `branch` |
| DRT iter0 DRCs | `25` |
| Remaining antenna violation count | `0` |
| Arrival @ worst endpoint | `about 1300 ps` |
| Overall routing resource usage | `3.167%` |
| Synth Seq Share | `0%` |
| Comb. cell area | `254.0 sq um` |
| Worst Hold Launch | `in[0]` |
| Crit Path Category | `input pin to output port` |
| # clk buffers | `0` |
| Fin crit share | `a little over nine tenths` |
| Setup TNS | `0 ps` |
| Placed cell area | `518.0 sq um` |
| CP Launch Type | `input pin` |
| Switching power | `between 40 and 50 uW` |
| WL/cell | `10.15 um` |
| Chip Area, Yosys | `approximately 220 sq um` |
| RSZ-0062 raised after global routing | `yes` |
| Via density | `3.268` |
| Max_cap viols | `0` |
| Maximum clock rate | `0.6064 GHz` |
| Worst hold path class | `input pin to output port` |
| Peak VDD IR | `0.02521 mV` |
| Net Sw Frac | `46.42%` |
## worst max-delay path, cell delays in order
cell and delay, ps:
clkdlybuf4s15_2 210, nor2_4 130, buf_6 110, nand2_2 50, buf_4 140, nor3_4 100, dlygate4sd2_1 220
## power by group through the flow
| stage | registers (mW) | logic (mW) | clock network [mW] |
|---|---|---|---|
| finish | 0 | 0.0970 | 0 |
| CTS | 0 | 0.0898 | 0 |
| global route | 0 | 0.104 | 0 |
## synthesized netlist by cell type
master     n  area share, %
a31o_1     1            4.1
nor4_1     2            5.8
nor2_1     6             10
nand3b_1   1            3.5
nand4b_1   1            4.1
nand2b_1   4             12
nor3b_1    1            3.5
a21oi_1    1            2.3
nand3_1    2            4.7
nand2_1    2            3.5
xnor2_1    1            4.1
nor3_1     4            9.3
buf_4      3             10
buf_2      4            9.3
a2bb2oi_1  1            4.1
nor3_2     2            9.3
## logic make-up after synthesis
kind of cell / synth area share (%)
and+or+nand+nor: 65.70
AOI/OAI and AO/OA: 10.46
buffers and inverters: 19.77
xor gates and xnor gates: 4.071
## worst max-delay path by stage
| stage | start | end | slack, ps |
|---|---|---|---|
| after global routing | in[3] | regdest | -20 |
| after CTS | in[3] | regdest | -0.7 |
| final | in[3] | aluop1 | 50 |
## cell usage in the layout, fill, tap and decap left out, drive strengths merged
cell type	instances
a21oi	1
a2bb2oi	1
a31o	1
buf	20
clkdlybuf4s15	1
dlygate4sd2	16
nand2	2
nand2b	4
nand3	2
nand3b	1
nand4b	1
nor2	6
nor3	6
nor3b	1
nor4	2
xnor2	1
## through the flow
stage / utilization (%) / setup slack [ps] / cells / hold slack, ps
2_1_floorplan: - / 401.5 / 36 / 696.3
3_3_place_gp: 15.16 / -522.2 / 106 / 1727
3_5_place_dp: 15.16 / -540.9 / 106 / 1723
4_1_cts: 17.14 / -0.7038 / 110 / 1144
5_1_grt: 18.02 / -21.09 / 112 / 1167
6_report: 18.02 / 51.01 / 112 / 1138
## area by class of cell
class / instances / area share [%]
well taps: 46 / 9.350
repair buffers: 37 / 49.39
multi-input cells: 29 / 41.26
## timing repair
| action | CTS | global route |
|---|---|---|
| pin swaps | 9 | 2 |
| setup endpoints to repair | 16 | 5 |
| gates cloned | 0 | 0 |
| buffers inserted | 4 | 2 |
| gates resized | 54 | 5 |
| hold endpoints to repair | 0 | 0 |
## per-layer routing
| metal | vias to the layer above | GRT usage, % | part of all wire [%] |
|---|---|---|---|
| met5 | - | 0 | 0 |
| met4 | 0 | 0 | 0 |
| met3 | 0 | 0.7955 | 13 |
| met2 | 14 | 5.618 | 45 |
| met1 | 168 | 3.968 | 42 |
| li1 | 184 | - | - |
Power figures rest on the tool's default switching activity, not on a simulated workload.

==> flow/design.v <==
module alu32(sum,a,b,zout,gin); 
output [31:0] sum;
input [31:0] a,b; 
input [2:0] gin; 
reg [31:0] sum;
reg [31:0] less;
output zout;
reg zout;
always @(a or b or gin)
begin
	case(gin)
	3'b010: sum=a+b; 		 
	3'b110: sum=a+1+(~b);	 
	3'b111: begin less=a+1+(~b);	 
			if (less[31]) sum=1;	
			else sum=0;
		  end
	3'b000: sum=a & b;	 
	3'b001: sum=a|b;		 
	3'b100: sum= (~a) & (~b);   
	default: sum=31'bx;	
	endcase
zout=~(|sum);
end
endmodule
==> flow/run.sh <==
#!/bin/bash
# OpenROAD 26Q1-2900-gdf79404cd8, Yosys 0.63+post, stock flow scripts
make -C /OpenROAD-flow-scripts/flow DESIGN_CONFIG=/design/flow/config.mk WORK_HOME=/design/flow/orfs finish
==> flow/config.mk <==
export PLATFORM = sky130hd
export DESIGN_NAME = alu32
export DESIGN_NICKNAME = alu32
export VERILOG_FILES = /design/flow/design.v
export SDC_FILE = /design/flow/constraint.sdc
export NUM_CORES = 4
export LEC_CHECK = 1
export CORE_UTILIZATION = 30
==> flow/constraint.sdc <==
current_design alu32

set clk_period 22.4
set clk_io_pct 0.2

create_clock -name clk0 -period $clk_period

set non_clock_inputs [all_inputs -no_clocks]
set_input_delay [expr $clk_period * $clk_io_pct] -clock clk0 $non_clock_inputs
set_output_delay [expr $clk_period * $clk_io_pct] -clock clk0 [all_outputs]
==> impl_metrics.py <==
# Flow results
metrics = {
    "floorplanning": {
        "num_rows": 49,
        "die_h_microns": 137,
        "die_area_sq_mm": 0.0188,
        "initCoreUtil": 0.305,
        "dieWidth_microns": 137,
        "ios": 100,
        "coreArea_sq_mm": 0.0180,
    },
    "timing": {
        "slew_viol_final": 0,
        "period_used_share": 0.644,
        "finalHoldViolations": 0,
        "clock.fmax_ghz": 0.0693,
        "tightest_slew_ns": 0.784,
        "setup_viol": 0,
        "fin_crit_ns": 14.42,
        "finalSetupTns_ns": 0,
        "max_slew_margin": 0.464,
        "rsz0062_at_grt": "false",
    },
    "global_route": {
        "met1_usage": 0.325,
        "grt_pass1_vias": 6128,
        "grt.busiest_layer": "met2",
        "grt_overflow": 0,
        "grt_max_degree": 42,
        "antenna_found_initial": 0,
        "grt_use_total": 0.226,
        "grt_pass1_wl_mm": 33.2,
        "grt_use_met3": 0.0210,
        "met2_usage": 0.368,
    },
    "final_layout": {
        "fin_cells": 1114,
        "flops": 0,
        "syn_to_final_growth_pct": 20.7,
        "final_core_util": 0.369,
        "clock_buffers": 0,
        "drive_gt1_frac": 0.0452,
        "ff_latch_area_sq_um": 0,
    },
    "route": {
        "wl_per_cell_microns": 18.5,
        "n_antenna_cell": 0,
        "firstDrtPassIters": 6,
        "drcViolationCount": 0,
        "avgViaCountPerCell": 5.74,
        "detail-route-antenna-nets": 0,
        "initialDrtViolationCount": 553,
        "route.vias.total": 6397,
        "routed_wl_mm": 20.6,
    },
    "place": {
        "port_buffers": 100,
        "dp.cells": 1114,
        "hpwlAfterDp_mm": 16.4,
        "place_congestion": 0.997,
    },
    "flow_run": {
        "cap_viol_max_count": 0,
        "tool_warnings": 105,
    },
    "setup_path": {
        "critical_path.startpoint": "a[1]",
        "cp-end-kind": "primary output",
        "cp-endpoint": "zout",
        "worst_ep_required_time_ns": 17.92,
        "arrival_ns": 9.94,
        "start_kind": "input port",
        "crit_fanout": 4,
        "crit_type": "input port to primary output",
    },
    "yosys": {
        "yosys_warnings": 1,
        "synthTopLogicFamily": "AND-OR/OR-AND gates",
        "syn_inst": 829,
        "simple_gate_share": 0.200,
        "synth_area_sq_mm": 0.00549,
        "avgSynthCellArea_sq_um": 6.62,
        "ys_sh_adder": 0.247,
        "ys_sh_xor": 0.00798,
        "synth.mux.area_fraction": 0.0187,
        "synth_chip_area_sq_mm": 0.00549,
        "ys_sh_aoi": 0.422,
        "ys_cells": 829,
        "yosysUniqueCellTypes": 74,
        "ys_seq_frac": 0,
    },
    "clocking": {
        "cts_setup_buffers": 0,
        "cts_resized": 0,
        "cts_hold_buf": 0,
    },
    "power_and_ir_drop": {
        "max-vdd-ir-drop_v": 0.00000952,
        "power_per_cell_area_mw_per_mm2": 26.2,
        "power_leakage_uw": 0.00288,
    },
    "min_path": {
        "hp-class": "input port to primary output",
    },
    "status": {
        "status": "completed",
    },
}
## Yosys cell counts (4+ instances only)
| cell type | number | share of area |
|---|---|---|
| ha_1 | 105 | 0.24 |
| nor2b_1 | 8 | 0.0091 |
| o21a_1 | 6 | 0.0082 |
| o2bb2ai_1 | 4 | 0.0064 |
| nand2_1 | 48 | 0.033 |
| nand3_1 | 9 | 0.0082 |
| buf_2 | 5 | 0.0046 |
| o221a_2 | 8 | 0.016 |
| a21boi_0 | 4 | 0.0055 |
| a211oi_1 | 14 | 0.019 |
| o31ai_1 | 15 | 0.021 |
| inv_1 | 93 | 0.064 |
| buf_1 | 4 | 0.0027 |
| o21bai_1 | 10 | 0.014 |
| a31oi_1 | 8 | 0.0091 |
| mux2i_1 | 8 | 0.015 |
| a221o_1 | 4 | 0.0073 |
| nor3_1 | 16 | 0.015 |
| o221ai_1 | 15 | 0.024 |
| o211ai_1 | 13 | 0.018 |
| o21ba_2 | 4 | 0.0073 |
| and2_1 | 9 | 0.010 |
| nand4_1 | 8 | 0.0091 |
| clkbuf_1 | 41 | 0.028 |
| o41ai_1 | 5 | 0.0080 |
| o21ai_0 | 47 | 0.043 |
| a2111oi_0 | 8 | 0.013 |
| nand2b_1 | 6 | 0.0068 |
| o22ai_1 | 10 | 0.011 |
| a2bb2oi_1 | 4 | 0.0064 |
| a211o_1 | 4 | 0.0064 |
| nor4_1 | 12 | 0.014 |
| or4_1 | 5 | 0.0068 |
| a21oi_1 | 82 | 0.075 |
| a21o_1 | 14 | 0.019 |
| a221oi_1 | 9 | 0.014 |
| xnor2_1 | 4 | 0.0064 |
| or2_2 | 5 | 0.0057 |
| nor2_1 | 92 | 0.063 |
## report_power, final
part / switching [uW] / internal, uW / total [uW]
Combinational: 98.4 / 75.0 / 173
Clock: 0 / 0 / 0
Sequential: 0 / 0 / 0
## stage by stage
stage / total power (uW) / setup WS (ns) / hold slack, ns / instance area, sq um
after global routing: 191 / 7.54 / 10.23 / 6630
after CTS: 172 / 8.09 / 10.17 / 6630
final: 173 / 7.98 / 10.15 / 6630
after global placement: 172 / 8.04 / 10.16 / 6630
after floorplan: 103 / 10.03 / 9.19 / 5490
after detailed placement: 171 / 8.11 / 10.17 / 6630
## worst min-delay path by stage
stage | start | end | depth (start not counted) | slack [ns]
4_1_cts | a[2] | sum[2] | 5 | 10.17
5_1_grt | b[2] | sum[2] | 5 | 10.23
6_report | b[2] | sum[2] | 5 | 10.15
## worst max-delay path, cell delays in order
cell and delay [ns]:
clkdlybuf4s50_1 0.57, inv_1 0.11, ha_1 0.31, or2_2 0.32, a21oi_1 0.26, a21boi_0 0.23
o211ai_1 0.52, a21boi_0 0.36, a221oi_1 0.36, o21ai_0 0.18, or4_1 0.53, or4_1 0.40
or4_1 0.56, nor4_2 0.24, clkdlybuf4s50_1 0.49
## cell families after synthesis
| logic type | after synthesis |
|---|---|
| fa+ha+maj | 107 |
| xor+xnor | 5 |
| mux | 10 |
| simple gates | 232 |
| buf+inv | 148 |
| compound gates | 327 |
## layout make-up
class | instances | area (sq um)
fillers | 1909 | 11300
inverters | 95 | 357
multi-input cells | 681 | 4910
well taps | 229 | 287
repair buffers | 109 | 1070
## layer usage
layer / vias to the layer above / wire length, microns
li1: 3180 / -
met1: 2946 / 9760
met2: 242 / 9170
met3: 29 / 1270
met4: 0 / 425
met5: - / 0
## placed cells by master (no fill, tap or decap), types with 10 or more instances in the layout
master / n
a211oi_1: 14
nor2_1: 92
a21oi_1: 82
clkdlybuf4s50_1: 100
inv_1: 93
o221ai_1: 15
nor3_1: 16
ha_1: 105
nand2_1: 48
nor4_1: 12
o21bai_1: 10
o21ai_0: 47
o211ai_1: 13
a21o_1: 14
o31ai_1: 15
o22ai_1: 10
Power and IR drop assume default switching activity.
